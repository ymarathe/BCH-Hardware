==> flow/config.mk <==
export PLATFORM = sky130hd
export DESIGN_NAME = Square
export DESIGN_NICKNAME = Square
export VERILOG_FILES = /design/flow/design.v
export SDC_FILE = /design/flow/constraint.sdc
export NUM_CORES = 4
export LEC_CHECK = 1
export CORE_AREA = 10 10 70 70
export DIE_AREA = 0 0 80 80
==> flow/constraint.sdc <==
current_design Square

set clk_period 1.9
set clk_io_pct 0.2

create_clock -name clk0 -period $clk_period

set non_clock_inputs [all_inputs -no_clocks]
set_input_delay [expr $clk_period * $clk_io_pct] -clock clk0 $non_clock_inputs
set_output_delay [expr $clk_period * $clk_io_pct] -clock clk0 [all_outputs]
==> flow/design.v <==
module Square(a,b);
input [12:0] a;  
output [12:0] b;  
wire [12:0] a;
wire [12:0] b;
assign b[12]   = a[6]^a[11]^a[12];
assign b[11] 	= a[10]^a[12];
assign b[10] 	= a[5]^a[10]^a[11];
assign b[9] 	= a[9]^a[11];
assign b[8] 	= a[4]^a[9]^a[10];
assign b[7] 	= a[8]^a[10];
assign b[6] 	= a[3]^a[8]^a[9]^a[12];
assign b[5] 	= a[7]^a[9];
assign b[4] 	= a[2]^a[7]^a[8]^a[11]^a[12];
assign b[3] 	= a[8]^a[11]^a[12];
assign b[2] 	= a[1]^a[7];
assign b[1] 	= a[7]^a[11]^a[12];
assign b[0] 	= a[0]^a[11];
endmodule  
==> flow/run.sh <==
#!/bin/bash
# OpenROAD 26Q1-2900-gdf79404cd8, Yosys 0.63+post, stock flow scripts
make -C /OpenROAD-flow-scripts/flow DESIGN_CONFIG=/design/flow/config.mk WORK_HOME=/design/flow/orfs finish
==> impl_results.rst <==
Implementation results
======================

.. list-table::
   :header-rows: 1

   * - Metric
     - Value
   * - Result of the run
     - complete, no violations
   * - Fillers
     - 398
   * - First-pass GRT wire length
     - 1320 um
   * - Post-layout utilization of the core
     - 16.2%
   * - Gate count after technology mapping
     - 19
   * - Period utilisation layout
     - 97.1%
   * - Row cnt
     - 21
   * - Max Transition Viols Final
     - 0
   * - Signal arrival time at the worst endpoint
     - 1.46 ns
   * - Post-CTS setup-driven buffer insertion count
     - 0
   * - Combined global-route utilization of all metal layers
     - 2.57%
   * - Tightest slew margin relative to the limit
     - 83.0%
   * - Type of the tightest min-delay check
     - input port to primary output
   * - Worst Min Path Start
     - a[11]
   * - Number of warnings in the stage logs
     - 32
   * - Post-synthesis cell type with the largest combined area
     - sky130_fd_sc_hd__xnor2_1
   * - Commonest cells after routing, fill and taps aside
     - sky130_fd_sc_hd__clkdlybuf4s50_1 (11), sky130_fd_sc_hd__dlygate4sd2_1 (10), sky130_fd_sc_hd__xnor2_1 (8), sky130_fd_sc_hd__xor2_1 (8), sky130_fd_sc_hd__buf_4 (7)
   * - Starting density of the core
     - 5.49%
   * - Count of distinct cell types in the synthesized netlist
     - 4
   * - Final Hold Vio Count
     - 0
   * - Most frequently placed logic cell in the final layout
     - sky130_fd_sc_hd__clkdlybuf4s50_1
   * - Floorplan die height
     - 80 um
   * - RSZ-0062 raised after global routing
     - no
   * - Hold Path Sink
     - b[0]
   * - Initial antenna violation count
     - 0
   * - Setup Crit Path Kind
     - input port to primary output
   * - Top-area cell share
     - 42.0%
   * - Chip Width
     - 80 um
   * - Max Cap Viol
     - 0
   * - Final setup vio count
     - 0
   * - Worst Tran Pin Value
     - 0.256 ns
   * - Average via count per standard cell
     - 2.44
   * - Residual antenna-violating net count after detailed routing
     - 0
   * - Highest fanout seen on the critical path
     - 1
   * - Share of final-layout standard cells stronger than drive strength 1
     - 26.4%
   * - Leak
     - 0.247 nW
   * - Worst endpoint required time
     - 1.52 ns
   * - Maximum number of pins on one net before global-route repair
     - 5
   * - Worst Setup End Kind
     - primary output
   * - Wire length per cell
     - 9.25 um
   * - Hold-critical path depth
     - 4
   * - Max Freq
     - 542 MHz
   * - Post-synthesis to final-layout area growth
     - 195%
   * - Number of standard cells reported by yosys
     - 19
   * - Sequential cell area in the final layout
     - 0 sq um
   * - Category of the worst setup path launch point
     - input port
   * - Total power density per cell area
     - 276 nW/um^2
   * - FF+latch count
     - 0
   * - Number of buffers inserted by hold repair at cts
     - 0
   * - Synth Warn #
     - 0
   * - IR Drop Worst-Case VDD
     - 0.0000783 V
   * - Worst path cell trace
     - clkdlybuf4s50_1 -> xor2_1 -> clkdlybuf4s50_1
   * - Global placement routability congestion
     - 0.771
   * - Comb gate area
     - 195 sq um
   * - GRT Residual Overflow
     - 0
   * - Sequential-to-total area share from yosys stat
     - 0%
   * - # diodes
     - 0
   * - Delay of the slowest critical-path stage
     - 0.48 ns
   * - Number of global-route vias before repair
     - 272
   * - Slowest cell on the critical path
     - sky130_fd_sc_hd__clkdlybuf4s50_1
   * - Number of DRC markers in iteration 0
     - 0
   * - First drt pass iteration count
     - 1
   * - Layout clock buffer count
     - 0
   * - Mean instance size in the synthesized netlist
     - 9.88 sq um
   * - Placement-stage cell area
     - 566 sq um
   * - Top cells by area, synth
     - sky130_fd_sc_hd__xnor2_1 (42%), sky130_fd_sc_hd__xor2_1 (37%), sky130_fd_sc_hd__xnor3_1 (12%)
   * - Post-synthesis cell area
     - 188 sq um
   * - Core region area
     - 3420 sq um
   * - Total Wirelength
     - 916 um
   * - Routed vias
     - 242
   * - Final min period
     - 1.84 ns
   * - Number of ports placed on the die boundary
     - 26
   * - Number of port buffers
     - 26
   * - HPWL after detailed placement
     - 858 um
   * - DR DRC count
     - 0
   * - Chip area estimate from yosys synthesis
     - 188 sq um
   * - Most common cell on crit path
     - sky130_fd_sc_hd__clkdlybuf4s50_1
   * - Finished Cell Area
     - 553 sq um
   * - Total Die Area
     - 6400 sq um
## final cells by class
class | count | area share (%)
well taps | 46 | 10.4
repair buffers | 34 | 54.3
multi-input cells | 19 | 35.3
## worst max-delay path by stage
| stage | slack, ns | startpoint | to | cells after the start |
|---|---|---|---|---|
| 6_report | 0.06 | a[1] | b[2] | 3 |
| 5_1_grt | 0.03 | a[1] | b[2] | 3 |
| 4_1_cts | 0.02 | a[9] | b[9] | 4 |
## synthesized netlist by cell type
cell type and instances:
sky130_fd_sc_hd__xnor2_1 9, sky130_fd_sc_hd__xor2_1 8, sky130_fd_sc_hd__xnor3_1 1, sky130_fd_sc_hd__xnor2_2 1
## logic make-up (layout without fill, tap and decap cells)
family                 count (synthesis)  in the layout  synth area share [%]
XOR/XNOR                              19             19                   100
buffers and inverters                  0             34                     0
## power by group
group | switching [W] | internal, W
Clock | 0 | 0
Sequential | 0 | 0
Combinational | 0.0000452 | 0.000107
Total | 0.0000452 | 0.000107
## critical path: cells and delay by family
family,cells,cell delay [ns]
buffers and inverters,2,0.95
XOR/XNOR,1,0.14
## through the flow
stage	cells	power, W	TNS (ns)	setup WS [ns]	hold WS, ns
2_1_floorplan	19	0.0000409	0	0.556	0.785
4_1_cts	99	0.000160	0	0.0241	1.41
6_report	99	0.000152	0	0.0555	1.18
3_5_place_dp	99	0.000179	-3.40	-0.354	1.70
5_1_grt	99	0.000168	0	0.0330	1.24
3_3_place_gp	99	0.000178	-3.31	-0.351	1.70
## metal layers
layer | up-vias | GRT usage, % | share of wire (%)
met1 | 94 | 3.84 | 51
li1 | 126 | - | -
met5 | - | 0 | 0
met3 | 0 | 1.25 | 17
met2 | 22 | 3.37 | 32
met4 | 0 | 0 | 0
## timing repair
item	4_1_cts	5_1_grt
resized	22	4
pin swaps	4	0
endpoints found under the setup margin	13	3
Power is estimated from default activity; no workload was simulated.
