File: config.mk
export PLATFORM = sky130hd
export DESIGN_NAME = and_add
export DESIGN_NICKNAME = and_add
export VERILOG_FILES = /design/flow/design.v
export SDC_FILE = /design/flow/constraint.sdc
export NUM_CORES = 4
export LEC_CHECK = 1
export CORE_AREA = 10 10 70 70
export DIE_AREA = 0 0 80 80
File: constraint.sdc
current_design and_add

set clk_period 2.3
set clk_io_pct 0.2

create_clock -name clk0 -period $clk_period

set non_clock_inputs [all_inputs -no_clocks]
set_input_delay [expr $clk_period * $clk_io_pct] -clock clk0 $non_clock_inputs
set_output_delay [expr $clk_period * $clk_io_pct] -clock clk0 [all_outputs]
File: design.v
module and_add(a1,a2,a3);
input [12:0] a1,a2;
output a3;
wire [12:0] a1,a2;
wire a3;
wire out1,out2,out3,out4,out5,out6,out7,out8,out9,out10,out11,out12,out13;
assign out1 = a1[0] & a2[0];
assign out2 = a1[1] & a2[1];
assign out3 = a1[2] & a2[2];
assign out4 = a1[3] & a2[3];
assign out5 = a1[4] & a2[4];
assign out6 = a1[5] & a2[5];
assign out7 = a1[6] & a2[6];
assign out8 = a1[7] & a2[7];
assign out9 = a1[8] & a2[8];
assign out10 = a1[9] & a2[9];
assign out11 = a1[10] & a2[10];
assign out12 = a1[11] & a2[11];
assign out13 = a1[12] & a2[12];
assign a3 = out1 ^ out2 ^ out3 ^ out4 ^ out5 ^ out6 ^ out7 ^ out8 ^ out9 ^ out10 ^ out11 ^ out12 ^ out13;
endmodule  
File: run.sh
#!/bin/bash
# OpenROAD 26Q1-2900-gdf79404cd8, Yosys 0.63+post, stock flow scripts
make -C /OpenROAD-flow-scripts/flow DESIGN_CONFIG=/design/flow/config.mk WORK_HOME=/design/flow/orfs finish
==> report_table.html <==
<p>Metrics extracted from the flow reports.</p>
<table>
<tr><th>Metric</th><th>Value</th></tr>
<tr><th colspan="2">Floorplanning</th></tr>
<tr><td>Die Size</td><td>6400 sq um</td></tr>
<tr><td>Die width</td><td>80 um</td></tr>
<tr><td>Die outline height</td><td>80 um</td></tr>
<tr><td>Fp_density</td><td>4.945%</td></tr>
<tr><td>Number of top-level pins</td><td>27</td></tr>
<tr><td>Standard cell core area</td><td>3416 sq um</td></tr>
<tr><td>Number of cell rows</td><td>21</td></tr>
<tr><th colspan="2">Routing</th></tr>
<tr><td>WL final</td><td>917 um</td></tr>
<tr><td>DRC violation total after the first TritonRoute iteration</td><td>3</td></tr>
<tr><td>Count of TritonRoute iterations in the first routing pass</td><td>2</td></tr>
<tr><td>Antenna viol nets, final</td><td>0</td></tr>
<tr><td>Vias</td><td>241</td></tr>
<tr><td>Residual DRC count</td><td>0</td></tr>
<tr><td>Per-cell via count in the routed design</td><td>2.537</td></tr>
<tr><td>Mean routed wirelength per cell</td><td>9.653 um</td></tr>
<tr><td>Inserted Diodes</td><td>0</td></tr>
<tr><th colspan="2">Logic synthesis</th></tr>
<tr><td>Synthesized area per cell</td><td>7.678 sq um</td></tr>
<tr><td>Cells taking the most area after synthesis</td><td>sky130_fd_sc_hd__xnor3_1 (40%), sky130_fd_sc_hd__xnor2_1 (31%), sky130_fd_sc_hd__nand2_1 (29%)</td></tr>
<tr><td>Leading post-synthesis cells by instance count</td><td>sky130_fd_sc_hd__nand2_1 (13), sky130_fd_sc_hd__xnor2_1 (6), sky130_fd_sc_hd__xnor3_1 (3)</td></tr>
<tr><td>Dominant cell area share</td><td>40.00%</td></tr>
<tr><td>Post-Syn Area</td><td>168.9 sq um</td></tr>
<tr><td>Post-synth cell types</td><td>3</td></tr>
<tr><td>Area leader, netlist</td><td>sky130_fd_sc_hd__xnor3_1</td></tr>
<tr><td>Yosys cell count</td><td>22</td></tr>
<tr><td>Largest logic family</td><td>XOR/XNOR gates</td></tr>
<tr><td>Post-synthesis compound-gate area fraction</td><td>0%</td></tr>
<tr><td>Synthesized-area fraction occupied by and/or/nand/nor cells</td><td>28.89%</td></tr>
<tr><td>Cell with the most instances after synthesis</td><td>sky130_fd_sc_hd__nand2_1</td></tr>
<tr><td>Post-synth seq share</td><td>0%</td></tr>
<tr><td>Adder-Cell Fraction of Synth Area</td><td>0%</td></tr>
<tr><td>Yosys stat chip area</td><td>168.9 sq um</td></tr>
<tr><td>Number of warnings printed during yosys synthesis</td><td>0</td></tr>
<tr><td>Mux cell area share after synthesis</td><td>0%</td></tr>
<tr><td>Synthesized instance count</td><td>22</td></tr>
<tr><td>Fraction of synthesized cell area in xor and xnor cells</td><td>71.11%</td></tr>
<tr><th colspan="2">STA</th></tr>
<tr><td>Period utilisation layout</td><td>93.57%</td></tr>
<tr><td>Rel. slew slack</td><td>89.93%</td></tr>
<tr><td>Unrepaired setup endpoints after global routing</td><td>no</td></tr>
<tr><td>Minimum clock period</td><td>2.152 ns</td></tr>
<tr><td>Final sum of negative setup slack</td><td>0 ns</td></tr>
<tr><td>Final Hold Violating Endpoints</td><td>0</td></tr>
<tr><td>Final Slew Violations</td><td>0</td></tr>
<tr><td>Highest clock rate</td><td>0.4647 GHz</td></tr>
<tr><td>Transition time at the pin with the least slew margin</td><td>0.1504 ns</td></tr>
<tr><td>Final setup violation count</td><td>0</td></tr>
<tr><th colspan="2">Run status</th></tr>
<tr><td>Run status</td><td>finished clean</td></tr>
<tr><th colspan="2">Final layout</th></tr>
<tr><td>Count of flip-flops and latches</td><td>0</td></tr>
<tr><td>Sequential cell area</td><td>0 sq um</td></tr>
<tr><td>Footprint of the multi-input gates</td><td>221.5 sq um</td></tr>
<tr><td>Area growth, synth to finish</td><td>228.1%</td></tr>
<tr><td>Share of post-route cells with drive strength above 1</td><td>24.49%</td></tr>
<tr><td>Number of non-filler instances in the completed layout</td><td>95</td></tr>
<tr><td>Post-layout util</td><td>16.23%</td></tr>
<tr><td>Clock tree buffer count of the final layout</td><td>0</td></tr>
<tr><td>Count of fill cells added during filler insertion</td><td>385</td></tr>
<tr><th colspan="2">Power</th></tr>
<tr><td>Register share of total power</td><td>0%</td></tr>
<tr><td>Clk network pwr share</td><td>0%</td></tr>
<tr><td>Portion of total power attributed to combinational logic</td><td>100.0%</td></tr>
<tr><td>Switching share of total power</td><td>29.18%</td></tr>
<tr><td>Cell-internal power</td><td>80.37 uW</td></tr>
<tr><td>Power density over the cells</td><td>204.7 nW/um^2</td></tr>
<tr><td>Static leakage</td><td>0.3256 nW</td></tr>
<tr><td>Worst voltage drop across the vdd grid</td><td>0.00006836 V</td></tr>
<tr><td>Power spent charging and discharging nets</td><td>33.12 uW</td></tr>
<tr><th colspan="2">Setup path</th></tr>
<tr><td>Worst-path fanout max</td><td>1</td></tr>
<tr><td>CP dominant cell by count</td><td>sky130_fd_sc_hd__xnor3_1</td></tr>
<tr><td>Dominant delay contributor by cell family on the critical path</td><td>XOR/XNOR gates</td></tr>
<tr><td>Startpoint Class</td><td>primary input</td></tr>
<tr><td>Critical Path Slowest Stage Cell</td><td>sky130_fd_sc_hd__xnor3_1</td></tr>
<tr><td>Critical path data arrival time</td><td>1.69 ns</td></tr>
<tr><td>Critical setup path kind</td><td>in2out</td></tr>
<tr><td>Cells along the critical path</td><td>dlymetal6s2s_1 -&gt; nand2_1 -&gt; xnor3_1 -&gt; xnor3_1 -&gt; xnor2_1 -&gt; buf_2</td></tr>
<tr><td>Setup crit end kind</td><td>primary output</td></tr>
<tr><td>Required time reported for the critical path endpoint</td><td>1.84 ns</td></tr>
<tr><td>Biggest cell delay along the critical path</td><td>0.40 ns</td></tr>
<tr><td>Buf/Inv on CP</td><td>2</td></tr>
<tr><th colspan="2">Worst hold path</th></tr>
<tr><td>Worst min-delay path category</td><td>in2out</td></tr>
<tr><th colspan="2">Global routing</th></tr>
<tr><td>Number of antenna violations at the first check in global routing</td><td>0</td></tr>
<tr><td>Grt ovf</td><td>0</td></tr>
<tr><td>Wire length of the first global-routing pass</td><td>1373 um</td></tr>
<tr><td>Maximum number of pins on one net before global-route repair</td><td>2</td></tr>
<tr><td>Number of global-route vias before repair</td><td>272</td></tr>
<tr><td>Global Route Usage Sum</td><td>2.667%</td></tr>
<tr><th colspan="2">Place</th></tr>
<tr><td>Placer Congestion</td><td>0.8379</td></tr>
<tr><td>Total instance count after detailed placement</td><td>95</td></tr>
<tr><td>Half-perimeter wire length after detailed placement</td><td>760.9 um</td></tr>
<tr><td>Port Buffers</td><td>27</td></tr>
<tr><th colspan="2">Run</th></tr>
<tr><td>MaxCap Viol Count</td><td>0</td></tr>
<tr><td>Number of logged tool warnings</td><td>32</td></tr>
<tr><th colspan="2">Clocking</th></tr>
<tr><td># hold bufs at CTS</td><td>0</td></tr>
</table>
final timing paths:
path / startpoint / endpoint / slack (ns) / cells past startpoint
setup / recovery: a2[7] / a3 / 0.15 / 6
hold / removal: a1[3] / a3 / 1.62 / 6
cells by family (layout without fill, tap and decap cells):
logic type,after synthesis,after routing
buffers and inverters,0,27
xor gates and xnor gates,9,9
and+or+nand+nor,13,13
per-layer routing:
metal / track usage, % / part of all wire, %
met5: 0 / 0
met3: 1.818 / 18
met1: 4.339 / 56
met2: 2.729 / 26
met4: 0 / 0
metrics by stage:
stage | area (sq um) | hold slack [ns] | setup slack, ns | power, mW
4_1_cts | 504.2 | 1.758 | 0.0004396 | 0.1118
3_5_place_dp | 496.7 | 2.191 | -0.5531 | 0.1235
2_1_floorplan | 168.9 | 1.264 | 0.4958 | 0.04923
5_1_grt | 554.3 | 1.708 | 0.03360 | 0.1268
3_3_place_gp | 496.7 | 2.194 | -0.5583 | 0.1246
6_report | 554.3 | 1.625 | 0.1479 | 0.1135
repair_timing:
| item | 4_1_cts | 5_1_grt |
|---|---|---|
| buffers inserted | 0 | 0 |
| pin swaps | 13 | 10 |
| gates resized | 20 | 14 |
| setup endpoints to repair | 1 | 1 |
power by group through the flow:
| stage | logic, mW | registers (mW) | clock network, mW |
|---|---|---|---|
| CTS | 0.112 | 0 | 0 |
| global route | 0.127 | 0 | 0 |
| finish | 0.113 | 0 | 0 |
final cells by class:
type / count / share of cell area, %
tap: 46 / 10.38
multi-input combinational: 22 / 39.95
timing repair buffer: 27 / 49.66
layout by cell type, fill, tap and decap left out:
cell	synthesis	layout
sky130_fd_sc_hd__xnor3_1	3	3
sky130_fd_sc_hd__xnor2_1	6	1
sky130_fd_sc_hd__buf_2	0	1
sky130_fd_sc_hd__nand2_1	13	7
sky130_fd_sc_hd__dlygate4sd2_1	0	10
sky130_fd_sc_hd__dlymetal6s2s_1	0	9
sky130_fd_sc_hd__clkdlybuf4s50_1	0	7
sky130_fd_sc_hd__xnor2_2	0	5
sky130_fd_sc_hd__nand2_2	0	6
Power is estimated from default activity; no workload was simulated.
